**design.v**
```verilog
module SevenSegment
 (input  logic [5:0] DP_in,Blanked,
  input  logic [3:0] Num_Hex0,Num_Hex1,Num_Hex2,Num_Hex3,
  input  logic [4:0] Num_Hex4,Num_Hex5,
  output logic [7:0] Hex0,Hex1,Hex2,Hex3,Hex4,Hex5);
 SevenSegment_decoder decoder0(.H      (Hex0),
                               .input7S(Num_Hex0),
							        	 .Blanked(Blanked[0]),
                               .DP     (DP_in[0]));
 SevenSegment_decoder decoder1(.H      (Hex1),
                               .input7S(Num_Hex1),
							        	 .Blanked(Blanked[1]),
                               .DP     (DP_in[1])); 
 SevenSegment_decoder decoder2(.H      (Hex2),
                               .input7S(Num_Hex2),
							        	 .Blanked(Blanked[2]),
                               .DP     (DP_in[2]));
 SevenSegment_decoder decoder3(.H      (Hex3),
                               .input7S(Num_Hex3),
							        	 .Blanked(Blanked[3]),
                               .DP     (DP_in[3]));
 SevenSegment_decoder decoder4(.H      (Hex4),
                               .input7S(Num_Hex4),
							        	 .Blanked(Blanked[4]),
                               .DP     (DP_in[4]));
 SevenSegment_decoder decoder5(.H      (Hex5),
                               .input7S(Num_Hex5),
								       .Blanked(Blanked[5]),
                               .DP     (DP_in[5]));  
endmodule
module SevenSegment_decoder(             
  input  logic [4:0] input7S,  
  input  logic       DP,Blanked,       
  output logic [7:0] H);
  logic [6:0] seven_seg;
	always_comb
	  if (!Blanked) begin
    case(input7S)     
      0: seven_seg  = 7'b0_11_11_11;  
      1: seven_seg  = 7'b0_00_01_10;  
      2: seven_seg  = 7'b1_01_10_11;  
      3: seven_seg  = 7'b1_00_11_11;  
      4: seven_seg  = 7'b1_10_01_10;  
      5: seven_seg  = 7'b1_10_11_01;  
      6: seven_seg  = 7'b1_11_11_01;  
      7: seven_seg  = 7'b0_00_01_11;  
      8: seven_seg  = 7'b1_11_11_11;
      9: seven_seg  = 7'b1_10_01_11;
		10: seven_seg  = 7'b1_11_01_11;   
		11: seven_seg  = 7'b1_11_11_00;   
		12: seven_seg  = 7'b1_01_10_00;   
		13: seven_seg  = 7'b1_01_11_10;   
		14: seven_seg  = 7'b1_11_10_01;   
		15: seven_seg  = 7'b1_11_00_01;   
		16: seven_seg  = 7'b0_00_00_00;
      default: seven_seg = 7'b0_00_00_00;  
    endcase end
	 else
	   seven_seg = 7'b0_00_00_00;
  assign H[6:0] = ~seven_seg;
  assign H[7]   = ~DP;
endmodule
```
**config.mk**
```make
export PLATFORM = sky130hd
export DESIGN_NAME = SevenSegment
export DESIGN_NICKNAME = SevenSegment
export VERILOG_FILES = /design/flow/design.v
export SDC_FILE = /design/flow/constraint.sdc
export NUM_CORES = 4
export LEC_CHECK = 1
export CORE_AREA = 10 10 101 101
export DIE_AREA = 0 0 111 111
```
**run.sh**
```bash
#!/bin/bash
# OpenROAD 26Q1-2900-gdf79404cd8, Yosys 0.63+post, stock flow scripts
make -C /OpenROAD-flow-scripts/flow DESIGN_CONFIG=/design/flow/config.mk WORK_HOME=/design/flow/orfs finish
```
**constraint.sdc**
```tcl
current_design SevenSegment

set clk_period 1.4
set clk_io_pct 0.2

create_clock -name clk0 -period $clk_period

set non_clock_inputs [all_inputs -no_clocks]
set_input_delay [expr $clk_period * $clk_io_pct] -clock clk0 $non_clock_inputs
set_output_delay [expr $clk_period * $clk_io_pct] -clock clk0 [all_outputs]
```
==> flow_summary_export.csv <==
group,metric,value,unit
worst_setup_path,crit_path_end_kind,"output pin",
timing,worst_pin_slew,343,ps
power,power_frac_comb,100.0,%
logic_synthesis,yosysChipArea,1490,µm²
timing,max_clock_freq,626,MHz
floorplanning,chip_area,12300,µm²
logic_synthesis,netlist_area,1490,µm²
grt,grt_max_degree,11,
floorplanning,fp-utilization,18.4,%
power,switching_share,43.5,%
worst_setup_path,startpoint_type,"input pin",
timing,finalSetupViolations,17,
logic_synthesis,post-synth-top-area-cell,"ha_1",
grt,antenna_found_initial,0,
grt,grt_usage,9.72,%
route,drc,0,
worst_setup_path,crit_path_cell_trace,"buf_12 > inv_8 > ha_4 > mux4_2 > or2_1 > buf_2",
layout,comb_area,1980,µm²
route,wl_met3,345,µm
power,p_clk_share,0,%
hold_path,min_path_type,"input pin to output pin",
grt,grt_first_pass_wirelength,10800,µm
route,first_iter_violations,65,
logic_synthesis,syn_area_per_cell,6.73,µm²
route,drt_first_pass_iters,6,
placed_design,dp.final_hpwl,4550,µm
floorplanning,die-height,111,µm
floorplanning,io_pins,86,
grt,grt_overflow_total,0,
worst_setup_path,cpMaxStageDelayCell,"mux4_2",
route,ant_nets,0,
layout,finalNonFillerCells,474,
route,wl_met2,2780,µm
logic_synthesis,synth.most_common_cell,"inv_1",
logic_synthesis,synth-cells-yosys,222,
route,m1WireLength,3300,µm
placed_design,place.gp.congestion,0.899,
route,viasPerCell,4.64,
route,vias,2200,
placed_design,dp_cells,452,
layout,nClkBuffers,0,
power,powerDensity,284,nW/µm²
logic_synthesis,ys_seq_share,0,%
status,violations,"negative setup slack",
placed_design,numPortBuffers,86,
power,ir_worst_vdd,0.000189,V
power,power.internal,595,µW
logic_synthesis,synth_cells,222,
route,top_layer,"met4",
timing,rsz0062_at_grt,"true",
layout,regArea,0,µm²
floorplanning,core_area,8130,µm²
power,power,1050,µW
power,p_switching,458,µW
route,post_drt_wl_per_cell,13.6,µm
status,status,"finished with violations",
worst_setup_path,cp_max_fo,5,
layout,drive_above_1_share,64.5,%
floorplanning,num_rows,33,
run,warning_count,58,
timing,max-slew-margin-rel,77.1,%
route,antenna_cells,0,
route,drt-total-wl,6430,µm
timing,layout_setup_ws,-196,ps
timing,period_used_share,114,%
timing,fin_crit,1600,ps
logic_synthesis,ys.warnings.count,5,
power,leakage,0.00159,µW
worst_setup_path,worstPathArrival,1320,ps
power,p_seq_share,0,%
logic_synthesis,top_cells_by_area,"ha_1, inv_1, o21ai_0",
logic_synthesis,yosysTopAreaCellShare,25.1,%
layout,synthToLayoutAreaGrowth,148,%
logic_synthesis,ys_types,31,
worst_setup_path,crit_type,"input pin to output pin",
worst_setup_path,crit_path_max_incr_delay,430,ps
layout,ff_count,0,
grt,grt_pass1_vias,2200,
logic_synthesis,top_cells_by_count,"inv_1, ha_1, o21ai_0",
worst_setup_path,required,1120,ps
timing,hold_viol,0,
layout,num-fill-cells,701,
timing,slew_viol_final,0,
floorplanning,fp.dieW,111,µm
run,maxCapViolations,0,
## what timing repair did
item	in CTS	in global routing
hold buffers	0	0
gates resized	452	46
pin swaps	52	43
setup endpoints to repair	48	38
cloned	2	0
hold endpoints to repair	0	0
buffers inserted	16	4
## cell families after synthesis
group | Yosys count | share of synthesized area (%)
AND-OR/OR-AND | 81 | 36.5
adder cells (fa/ha/maj) | 30 | 25.1
buffers and inverters | 44 | 12.7
multiplexers | 8 | 7.12
AND/OR/NAND/NOR | 59 | 18.5
## path summary, 6_finish.rpt
kind,slack (ps),to,start,cells after the start
worst min-delay path,880,Hex1[1],Num_Hex1[1],4
worst max-delay path,-200,Hex1[0],Num_Hex1[1],6
## layer usage
metal,vias to the layer above,track usage [%]
met2,71,15.3
li1,1094,-
met5,-,0
met3,2,1.70
met4,0,0.174
met1,1033,14.2
## cells in the final DEF (no fill, tap or decap), types with 4 or more instances in the layout
| master | Yosys | layout |
|---|---|---|
| mux2i_1 | 5 | 5 |
| a21oi_2 | 0 | 8 |
| nand2_1 | 10 | 9 |
| inv_8 | 0 | 7 |
| nor2b_1 | 12 | 4 |
| clkdlybuf4s50_1 | 0 | 6 |
| inv_1 | 32 | 13 |
| o211ai_1 | 5 | 5 |
| a31oi_4 | 0 | 4 |
| buf_12 | 0 | 10 |
| nand3_1 | 5 | 5 |
| dlygate4sd2_1 | 0 | 13 |
| nor2_1 | 21 | 14 |
| buf_2 | 6 | 42 |
| o311ai_2 | 0 | 4 |
| clkdlybuf4s15_1 | 0 | 5 |
| buf_4 | 0 | 44 |
| o21ai_1 | 0 | 14 |
| buf_6 | 2 | 32 |
| a31oi_1 | 9 | 4 |
| nor2_4 | 0 | 4 |
| a211o_1 | 5 | 5 |
| nor3_2 | 0 | 5 |
| o21ai_2 | 0 | 8 |
| inv_2 | 0 | 7 |
| nor2b_4 | 0 | 5 |
| a21o_1 | 10 | 10 |
| ha_4 | 0 | 29 |
## per-stage QoR
step           worst slack (ps)  hold WS [ps]  cell area [µm²]  util, %  TNS (ps)
2_1_floorplan              8.46           569             1500        -         0
3_3_place_gp              -1020          1440             2800     34.5    -37670
3_5_place_dp              -1070          1440             2800     34.5    -37830
4_1_cts                    -220           887             3510     43.2     -1530
5_1_grt                    -241           937             3700     45.5     -2360
6_report                   -196           883             3700     45.5     -1400
## final cells by class
type,instances,share of cell area (%)
multi-input combinational,178,53.5
timing repair buffer,159,37.8
inverter,32,5.20
tap,105,3.55
## worst max-delay path: cells and delay by family
family	cells	cell delay, ps
fa+ha+maj	1	150
mux	1	430
simple gates	1	210
buf+inv	3	240
## power groups by stage
stage | clock (µW) | sequential, µW | combinational, µW
global route | 0 | 0 | 1150
finish | 0 | 0 | 1050
CTS | 0 | 0 | 966
No activity file was given, so power comes from the tool's default toggle rates.
