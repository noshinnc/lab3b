$ cat design/flow/run.sh
#!/bin/bash
# OpenROAD 26Q1-2900-gdf79404cd8, Yosys 0.63+post, stock flow scripts
make -C /OpenROAD-flow-scripts/flow DESIGN_CONFIG=/design/flow/config.mk WORK_HOME=/design/flow/orfs finish
$ cat design/flow/config.mk
export PLATFORM = sky130hd
export DESIGN_NAME = averager256
export DESIGN_NICKNAME = averager256
export VERILOG_FILES = /design/flow/design.v
export SDC_FILE = /design/flow/constraint.sdc
export NUM_CORES = 4
export LEC_CHECK = 1
export CORE_UTILIZATION = 30
$ cat design/flow/constraint.sdc
current_design averager256

set clk_period 7.9
set clk_io_pct 0.2

create_clock -name clk0 -period $clk_period [get_ports {clk}]

set non_clock_inputs [all_inputs -no_clocks]
set_input_delay [expr $clk_period * $clk_io_pct] -clock clk0 $non_clock_inputs
set_output_delay [expr $clk_period * $clk_io_pct] -clock clk0 [all_outputs]
$ cat design/flow/design.v
module averager256
 #(parameter int  
     N    = 8,    
     X    = 4,    
     bits = 11)   
  (input  logic          clk,
                         EN,       
                         reset_n,
   input  logic [bits:0] Din,      
   output logic [bits:0] Q);       
  logic [2*bits:0] REG_ARRAY [2**N:1];                                             
  logic [N+bits:0] total;
  logic [N+bits:0] sum;
  always_ff @(posedge clk, negedge reset_n) begin  
    if(!reset_n) begin
      for(int i = 1; i < 2**N+1; i++)  
        REG_ARRAY[i] <= 0;
      total <= 0;
    end
    else if(EN) begin
      REG_ARRAY[1] <= Din;
      for(int j = 1; j < 2**N; j++)  
        REG_ARRAY[j+1] <= REG_ARRAY[j];
		  total <= sum - REG_ARRAY[2**N];
    end
  end
  assign sum = total + REG_ARRAY[1];
  assign Q = sum[N+bits:N];
  endmodule
==> ci_impl_report.md <==
## Implementation flow summary

| Metric | Value |
|---|---|
| Crit path max-delay family | `AND-OR/OR-AND gates` |
| Post-DP HPWL | `77.93 mm` |
| Syn Area/Cell | `16.97 sq um` |
| Latency at later pin | `0.88 ns` |
| Kind of end point of the critical path | `output port` |
| Final RePlAce weighted congestion | `about 0.74` |
| Initial DRC count | `around 2400` |
| Most instantiated logic cell after routing | `dfrtp_1` |
| Hold Buf Count CTS | `0` |
| Floorplan-stage core utilization | `between 30% and 40%` |
| Most frequent cells in the layout | `3092 x dfrtp_1, 3067 x mux2_2, 328 x clkbuf_16, 68 x clkinv_2, 67 x clkbuf_8` |
| Comb power frac | `under 10%` |
| Chip width | `between 600 and 700 um` |
| # setup viols final | `0` |
| Critical Path RT | `roughly 6.3 ns` |
| Post-CTS Repair Setup Buffers | `0` |
| Worst VDD drop | `between 0.15 and 0.2 mV` |
| Longest Clk Path Bufs | `4` |
| Net Sw Power | `between 7 and 8 mW` |
| Crit-path cells | `ha_1 > fa_1 > a21oi_1 > o211ai_2 > a31o_4 > a21oi_4 > nor2_1 > xor2_1 > buf_4 > clkdlybuf4s50_1` |
| Worst path max stage delay | `0.49 ns` |
| FFs w/ async S/R, synth | `approximately 100%` |
| Die height | `621.4 um` |
| CP arrival | `between 4 and 5 ns` |
| Ys flop type | `dfrtp_1` |
| #FFs+latches synth | `3092` |
| Fill cells | `34902` |
| Worst-path fanout max | `7` |
| Ys cells | `6784` |
| Setup crit start kind | `flop` |
| Slowest cell on crit path | `clkdlybuf4s50_1` |
| Slew Limit Fails | `0` |
| DR pass1 iterations | `4` |
| Fin worst setup slack | `~2.2 ns` |
| Pint | `approximately 27 mW` |
| Layout cells sized above 1 | `between 50 and 60%` |
| Switching Fraction | `22.49%` |
| CP bufs+invs | `2` |
| Port Buffers | `26` |
| Placed insts | `roughly 12000` |
| Worst-path clk slew | `around 0.060 ns` |
| Yosys warning count | `2` |
| Max_slew headroom | `46.18%` |
| Post_cts resized | `0` |
| Fmax achieved | `around 0.17 GHz` |
| Fin cells | `approximately 12000` |
| Max Cap Viol | `0` |
| Seq share, synth | `between 60% and 70%` |
| Post-route ant nets | `0` |
| Via/cell ratio | `roughly 4.3` |
| Tool Warnings | `75` |
| Pre-CTS setup slack | `between 2 and 3 ns` |
| Pin count of the biggest net entering global routing | `approximately 140` |
| Die area | `roughly 0.39 sq mm` |
| Sequential power share | `approximately half` |
| Initial antenna violation count | `1` |
| I/O pin count | `27` |
| Num CTS Buffers | `about 320` |
| Synthesized area | `between 0.1 and 0.15 sq mm` |
| EDFF count, synth | `0` |
| H-tree depth | `5` |
| RSZ-0062 raised after global routing | `false` |
| TritonCTS clock tree | `built` |
| Synth Instances | `6784` |
| TNS Setup | `0 ns` |
| WS Path Type | `reg2out` |
| Gr ovfl total | `0` |
| Worst hold path class | `reg2reg` |
| Post-layout period usage | `about 72%` |
| Routed vias | `between 50000 and 60000` |
| Post-Route Skew | `0.07010 ns` |
| # clock sinks | `approximately 3000` |
| Final wirelength | `roughly 150 mm` |
| Synth-to-Final Area Change | `14.55%` |
| Overall routing resource usage | `slightly above 8%` |
| Static leakage | `65.83 nW` |
| Worst slew pin tran | `0.8073 ns` |
| PwrDens | `around 260 mW/mm^2` |
| Number of global-route vias before repair | `~56000` |
| Drt drc | `0` |
| Clk pwr share | `a little over two fifths` |
| Clk root buf | `clkbuf_16` |
| Yosys synthesis chip area | `0.1151 sq mm` |
| Final Hold Fails | `0` |
| Status | `complete, no violations` |
| First-pass GRT wire length | `269.1 mm` |
| Count of cell types in the netlist | `56` |
| WL per Instance | `12.07 um` |
| Post-layout min period | `about 5.7 ns` |
| Core Area | `between 0.3 and 0.4 sq mm` |
| FP Rows | `between 200 and 250` |
[sequential cells by signal (all words and copies together) (netlist names)]
register   cells
total         20
REG_ARRAY   3072
[logic make-up after synthesis]
kind of cell               synth area share, %
DFF                                      67.22
muxes                                    30.02
buffers and inverters                    1.217
and+or+nand+nor                         0.4380
AOI/OAI and AO/OA                       0.5990
xor gates and xnor gates                0.2054
adders and majority gates               0.2957
[path summary, 6_finish.rpt]
path | from | end | slack [ns] | depth (start not counted)
worst max-delay path | total[0] | Q[6] | 2.18 | 10
worst min-delay path | REG_ARRAY[254][1] | REG_ARRAY[255][1] | 0.44 | 1
worst max register to register | total[0] | total[13] | 3.99 | 14
worst min register to register | REG_ARRAY[254][1] | REG_ARRAY[255][1] | 0.44 | 1
max in group asynchronous | reset_n | REG_ARRAY[75][5] | 5.02 | 4
min in group asynchronous | reset_n | REG_ARRAY[125][1] | 0.69 | 1
[per-stage QoR]
step                area, sq um  hold slack, ns  util, %  power (mW)
floorplan                115100          0.4492        -       19.42
detailed placement       121300          0.4767    31.76       20.44
CTS                      131800          0.4289    34.51       35.62
global placement         121300          0.4713    31.76       20.35
global route             131900          0.4487    34.52       36.61
finish                   131900          0.4358    34.52       34.93
[metal layers]
layer	routed length [um]	share of wire, %	track usage, %
met5	0	0	0
met4	4608	3.1	2.283
met3	5367	3.7	1.562
met2	64110	44	12.06
met1	72510	49	12.55
[power groups by stage]
stage / Combinational, mW / Sequential, mW / Clock [mW]
5_1_grt: 3.42 / 17.2 / 16.0
6_report: 3.06 / 17.1 / 14.8
4_1_cts: 3.13 / 17.1 / 15.4
[cell type report]
| class | instances | area, sq um | area share (%) |
|---|---|---|---|
| Sequential cell | 3092 | 77370 | 58.68 |
| Multi-Input combinational cell | 3319 | 36330 | 27.55 |
| Clock buffer | 453 | 9348 | 7.090 |
| Tap cell | 5038 | 6304 | 4.781 |
| Timing Repair Buffer | 111 | 1246 | 0.9452 |
| Clock inverter | 107 | 1167 | 0.8854 |
| Inverter | 21 | 78.83 | 0.05978 |
| Antenna cell | 1 | 2.502 | 0.001898 |
[cell usage after synthesis, types with 5 or more instances]
cell | n | area share, %
nor3_1 | 10 | 0.043
mux2_2 | 3067 | 30
a21o_1 | 9 | 0.059
inv_1 | 19 | 0.062
nand2_1 | 34 | 0.11
xnor2_1 | 22 | 0.17
clkbuf_1 | 350 | 1.1
o21ai_0 | 22 | 0.096
a21oi_1 | 21 | 0.091
xor2_1 | 5 | 0.038
dfrtp_1 | 3092 | 67
nand3_1 | 10 | 0.043
a31oi_1 | 5 | 0.027
a211oi_1 | 5 | 0.033
ha_1 | 24 | 0.26
nor2_1 | 15 | 0.049
o21a_1 | 6 | 0.039
Power figures rest on the tool's default switching activity, not on a simulated workload.
