==> flow/run.sh <==
#!/bin/bash
# OpenROAD 26Q1-2900-gdf79404cd8, Yosys 0.63+post, stock flow scripts
make -C /OpenROAD-flow-scripts/flow DESIGN_CONFIG=/design/flow/config.mk WORK_HOME=/design/flow/orfs finish
==> flow/config.mk <==
export PLATFORM = sky130hd
export DESIGN_NAME = binary_bcd
export DESIGN_NICKNAME = binary_bcd
export VERILOG_FILES = /design/flow/design.v
export SDC_FILE = /design/flow/constraint.sdc
export NUM_CORES = 4
export LEC_CHECK = 1
export CORE_UTILIZATION = 30
==> flow/constraint.sdc <==
current_design binary_bcd

set clk_period 4.1
set clk_io_pct 0.2

create_clock -name clk0 -period $clk_period [get_ports {clk}]

set non_clock_inputs [all_inputs -no_clocks]
set_input_delay [expr $clk_period * $clk_io_pct] -clock clk0 $non_clock_inputs
set_output_delay [expr $clk_period * $clk_io_pct] -clock clk0 [all_outputs]
==> flow/design.v <==
module binary_bcd
 (input  logic        clk,reset_n,
  input  logic [12:0] binary,
  output logic [15:0] bcd);
  typedef enum {S0,S1,S2,S3,S4,S5,S6} statetype;  
  statetype current_state = S0,next_state;
  int counter = 0;
  logic [28:0] bcd_signal  = 0;
  parameter logic [28:0]  
  add3_0digit = 29'b0_0000_0000_0000_0110_0000_0000_0000,
  add3_1digit = 29'b0_0000_0000_0110_0000_0000_0000_0000,
  add3_2digit = 29'b0_0000_0110_0000_0000_0000_0000_0000,
  add3_3digit = 29'b0_0110_0000_0000_0000_0000_0000_0000;
  always_ff@(posedge clk, negedge reset_n) begin
    if (!reset_n) begin  
      bcd           <= 0;
      bcd_signal    <= 0;
      counter       <= 0;
      current_state <= S0;
    end
    else begin
      case(current_state)
        S0: begin bcd_signal[12:0] <= binary; 
                  next_state = S1; end
        S1: begin if(bcd_signal[28:25] > 4) 
                    bcd_signal <= bcd_signal + add3_3digit; 
                  next_state = S2; 
            end
        S2: begin if(bcd_signal[24:21] > 4) 
                    bcd_signal <= bcd_signal + add3_2digit; 
                  next_state = S3; 
            end
        S3: begin if(bcd_signal[20:17] > 4) 
                    bcd_signal <= bcd_signal + add3_1digit; 
                  next_state = S4; 
            end
        S4: begin if(bcd_signal[16:13] > 4) 
                    bcd_signal <= bcd_signal + add3_0digit; 
                  next_state = S5; 
            end
        S5: begin bcd_signal <= bcd_signal<<1; 
                  next_state = S6; end
        S6: begin if(counter == 12) begin
                    bcd        <= bcd_signal[28:13];
                    bcd_signal <= 0; 
                    counter    <= 0;
                    next_state = S0;
                  end
                  else begin
                    counter    <= counter+1;
                    next_state = S1;
                  end 
            end
        default: begin 
          next_state = S0;
          counter    <= 0;
          bcd_signal <= 0;
        end 
      endcase
      current_state <= next_state;
    end
  end
endmodule
==> run summary <==
From the run reports.

- The cell at the root of the clock tree is sky130_fd_sc_hd__clkbuf_16.
- The number of clock sinks came to 80.
- The post-layout instance area reads 0.00558 mm².
- The count of endpoints failing hold in the final timing report reads 0.
- In the log, the iteration count for the first detailed-route pass is 5.
- The aggregate global-route resource usage is 14.8%.
- The area of the mapped netlist reads 0.00484 mm².
- The remaining routing DRC violations reads 0.
- The number of inserted diodes is 0.
- The global placement routability congestion is 0.895.
- The routed layout has 4053 vias.
- The wire length of the first global-routing pass is 19.5 mm.
- The cell family contributing the most delay on the critical path is simple AND/OR/NAND/NOR gates.
- The critical-path cell with the highest stage delay reads sky130_fd_sc_hd__nor4_4.
- The number of buffers and inverters on the critical path is 1.
- The area growth from synthesis to layout is 15.5%.
- The violation count after the first detailed-routing iteration reads 325.
- The setup-violating endpoint count in the final report reads 0.
- The stage delay of the slowest cell on the critical path is 0.84 ns.
- The number of instances in the synthesized netlist is 524.
- The post-CTS repair timing setup buffer count reads 0.
- The die boundary height reads 129 µm.
- After detailed placement, the total cell area comes to 0.00530 mm².
- The horizontal die dimension reads 129 µm.
- The routed length per instance reads 15.1 µm.
- The worst min-delay path category is reg -> reg.
- The maximum count of clock buffers along a single path reads 2.
- The peak clock frequency supported by timing is 357 MHz.
- The number of warnings reported in the stage logs is 33.
- Once layout is complete, the utilization of the core stands at 35.3%.
- Max-cap violations in this run came to 0.
- Per the cell usage report, the commonest logic cells after layout are sky130_fd_sc_hd__dfrtp_1, sky130_fd_sc_hd__nor2_1, sky130_fd_sc_hd__nand2_1, sky130_fd_sc_hd__o21ai_0, sky130_fd_sc_hd__inv_1.
- The report lists the number of standard-cell rows as 46.
- The post-cts gate resize count reads 0.
- For flop-to-flop paths, the worst setup slack is 1.30 ns.
- The endpoint of the worst hold path is reported as bcd_signal[0]$_DFFE_PN0P_.
- The TritonCTS clock tree reads yes.
- The total count of max-transition violations in the final report reads 0.
- The worst setup path is captured at a register.
- The synthesis warning total reads 1.
- The number of flops mapped to enable cells by yosys reads 0.
- The ratio of final minimum period to clock period reads 68.3%.
- The placement report lists the number of port buffers as 30.
- The peak supply drop reads 0.249 mV.
- The core area reads 0.0158 mm².
- The transition time of the tightest slew-check pin reads 0.906 ns.
- Headroom to the max-slew limit came out at 39.4%.
- The endpoint of the worst-slack reg-to-reg timing path reads bcd[4]$_DFFE_PN0P_.
- The post-synthesis sequential element count is 80.
- As reported, the later end of the worst-skew pair has a clock insertion delay of 0.34 ns.
- The proportion of register bits with asynchronous set or reset after synthesis reads 100%.
- The maximum fanout encountered on the critical timing path reads 18.
- The leakage dissipation reads 2.39 nW.
- The initial antenna violation count was 0.
- Setup total negative slack on the finished layout was measured at 0 ns.
- The setup clock skew after layout is 0.00892 ns.
- Setup repair after global routing left no endpoint under its margin.
- The fraction of layout instances using a drive strength above 1 is 11.0%.
- Looking at the clock tree report, the H-tree level count equals 3.
- Counting I/O delays and the setup requirement, the final critical path takes 2.80 ns.
- The number of cells in the yosys synthesis report reads 524.
- The required time reported for the critical path endpoint reads 4.32 ns.
- The prevailing post-synth register cell reads sky130_fd_sc_hd__dfrtp_1.
- 31 I/O pins were placed.
- The largest net degree at the start of global routing is 55.
- The via count of the first global-routing pass is 3892.
- The startpoint of the most critical hold path is bcd_signal[0]$_DFFE_PN0P_.
- According to the dpl log, the detail-placed design has an HPWL of 7.86 mm.
- The number of CTS-inserted buffers is 9.
- The starting utilization of the core area reads 30.6%.
- The data arrival time of the critical path is 3.02 ns.
- The worst slack at placement is 1.27 ns.
- The run finished with clean final reports.
- The die footprint is 0.0166 mm².
- In this run the power density over the cells is 363 mW/mm².
- The most frequent logic cell in the layout reads sky130_fd_sc_hd__dfrtp_1.
- The startpoint of the worst register-to-register path is current_state[2]$_DFF_PN0_.
- The proportion of synthesized chip area in sequential cells is 41.4%.
- The clock-pin slew of the registers on the worst-case setup and hold paths reads 0.06 ns.
- Per STA, the worst path is made up of nand2_1 > nor4_4 > buf_4 > mux2_2.
- The remaining global-route overflow reads 0.
- The chip area line in the Yosys stat output reads 0.00484 mm².
- The kind of start point of the critical path is a register.
- The mean number of vias per cell reads 5.33.
- The category of the most critical setup path is reg -> reg.
- The remaining antenna violation count is 0.
- Wires add up to 11.4 mm.
- The worst hold path cell count reads 1.
- The mean instance size in the synthesized netlist is 9.23 µm².
- The worst setup margin reads 1.30 ns.
- For the worst flop-to-flop path, the logic depth is 4.
- The total of hold buffers inserted after clock tree synthesis is 0.
- The count of unique library cells instantiated by Yosys is 65.
==> synthesized netlist by cell type (all sizes together), types with 4 or more instances <==
| cell type | n | area, µm² |
|---|---|---|
| ha | 13 | 163 |
| nor2b | 8 | 50.1 |
| inv | 33 | 124 |
| clkbuf | 20 | 76.3 |
| o211ai | 6 | 50.1 |
| and3 | 6 | 37.5 |
| mux2 | 17 | 191 |
| o21ai | 40 | 200 |
| a32oi | 4 | 35.0 |
| xnor2 | 9 | 78.8 |
| a21oi | 22 | 110 |
| buf | 12 | 72.6 |
| and4 | 4 | 35.0 |
| nor4 | 13 | 149 |
| or3 | 6 | 37.5 |
| nor3 | 14 | 90.1 |
| xor2 | 17 | 149 |
| a222oi | 12 | 120 |
| a221oi | 4 | 35.0 |
| o31ai | 6 | 50.1 |
| a211oi | 5 | 37.5 |
| nand4 | 11 | 81.3 |
| nor2 | 51 | 191 |
| nand2 | 38 | 143 |
| o22ai | 5 | 31.3 |
| nand3 | 21 | 110 |
| dfrtp | 80 | 2000 |
| nand2b | 6 | 37.5 |
==> worst reg2reg max path, stage by stage (launching register included) <==
cell                      delay [ns]
sky130_fd_sc_hd__dfrtp_1        0.66
sky130_fd_sc_hd__nand2_1        0.54
sky130_fd_sc_hd__nor4_4         0.84
sky130_fd_sc_hd__buf_4          0.30
sky130_fd_sc_hd__mux2_2         0.35
==> routing by layer <==
layer	GRT usage, %	wire [µm]	up-vias
met1	21.5	5320	1965
li1	-	-	1943
met3	3.05	597	26
met2	23.1	5220	119
met4	3.67	313	0
met5	0	0	-
==> final cells by class <==
cell class,count,area (µm²)
fillers,1533,10200
repair buffers,36,343
multi-input cells,379,2560
inverters,33,124
well taps,216,270
clock inverters,5,41.3
flip-flops and latches,80,2000
clock buffers,11,243
==> flip-flops by register name, summed over array words and instances (netlist names) <==
signal,count
bcd,16
bcd_signal,29
counter,32
current_state,3
==> how the worst max path moves through the flow <==
stage	cells after the start	slack, ns	end	start
after global routing	4	1.06	bcd[4]$_DFFE_PN0P_	current_state[2]$_DFF_PN0_
after CTS	4	1.25	bcd[1]$_DFFE_PN0P_	current_state[2]$_DFF_PN0_
final	4	1.30	bcd[4]$_DFFE_PN0P_	current_state[2]$_DFF_PN0_
==> stage by stage <==
step / power (mW) / hold slack (ns) / std cells
finish: 2.03 / 0.502 / 760
global route: 2.15 / 0.528 / 760
CTS: 2.06 / 0.506 / 760
detailed placement: 1.28 / 0.489 / 744
global placement: 1.29 / 0.487 / 744
floorplan: 1.19 / 0.455 / 524
==> power by group <==
group	total, mW	internal (mW)	switching, mW	leakage, nW
combinational	0.302	0.136	0.166	1.18
sequential	0.969	0.840	0.128	1.07
clock	0.756	0.432	0.325	0.138
total	2.03	1.41	0.619	2.39
==> kinds of logic (layout without fill, tap and decap cells) <==
group | count (synthesis) | after routing | share of synthesized area, %
flops | 80 | 80 | 41.4
mux | 17 | 17 | 3.96
buf+inv | 65 | 85 | 5.64
fa+ha+maj | 13 | 13 | 3.36
simple gates | 193 | 193 | 22.6
compound gates | 130 | 130 | 18.3
xor+xnor | 26 | 26 | 4.71
Power and IR drop assume default switching activity.
